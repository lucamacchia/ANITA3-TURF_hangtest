===== design/flow/design.v =====
`timescale 1ns / 1ps
module ANITA3_timebase(
		input clk250_i,
		input clk33_i,
		input rst_i,
		input pps_i,
		input [31:0] trig_time_i,
		input trig_en_i,
		input disable_i,
		output trig_o,
		input event_i,
		output [15:0] current_pps_o,
		output [31:0] current_clock_o,
		output [15:0] event_pps_o,
		output [31:0] event_clock_o
    );
	reg [15:0] pps_count = {16{1'b0}};
   reg [3:0]                             counter_1 = {4{1'b0}};
   wire [4:0]                            counter_1_plus_one = counter_1 + 1;
   reg [3:0]                             counter_1_store = {4{1'b0}};
   reg                                   counter_1_flag = 0;
   reg [27:0]                            counter_2 = {28{1'b0}};
   reg                                   pps_store = 0;
	reg 											  pps_stretch = 0;
	reg digitize_flag = 0;
	reg [1:0] digitize_reg = {2{1'b0}};
	reg [1:0] pps_sync = {2{1'b0}};
	reg pps_flag = 0;
	reg [15:0] event_pps = {16{1'b0}};
	reg [31:0] event_clock = {32{1'b0}};
	reg [31:0] current_clock = {32{1'b0}};
	reg [31:0] current_clock_CLK33 = {32{1'b0}};
	reg [15:0] current_pps_CLK33 = {16{1'b0}};
	wire trig_match_counter_2 = (counter_2 == trig_time_i[31:4]);
	reg trig_match_1 = 0;
	reg trig_match_2 = 0;
	reg trig_match_3 = 0;
	reg [3:0] trig_counter_1 = 0;
	reg trig = 0;
   reg trig_en = 0;
	always @(posedge clk33_i) begin
		pps_sync <= {pps_sync[0],pps_stretch};
		pps_flag <= (pps_sync[0] && !pps_sync[1]);	
		if (rst_i) 	current_pps_CLK33 <= {16{1'b0}};
		else if (pps_flag) current_pps_CLK33 <= pps_count;
		if (pps_flag) current_clock_CLK33 <= current_clock;
	end
   always @(posedge clk250_i) begin
		trig_en <= trig_en_i && !disable_i;
		if (counter_1_flag) trig_match_1 <= trig_match_counter_2 && !trig_time_i[31];
		if (pps_i) trig_match_2 <= trig_time_i[31];
		trig_counter_1 <= trig_time_i[3:0];
		trig_match_3 <= (trig_counter_1 == counter_1);
		trig <= (trig_match_1 || trig_match_2) && trig_match_3 && trig_en;
		digitize_reg <= {digitize_reg[0],event_i};
		digitize_flag <= (digitize_reg[0] && !digitize_reg[1]);
		if (digitize_flag) event_clock <= {counter_2, counter_1_store};
		if (digitize_flag) event_pps <= pps_count;
		if (pps_i) pps_stretch <= 1;
		else if (counter_1_flag) pps_stretch <= 0;
		if (pps_i) current_clock <= {counter_2, counter_1_store};
		if (rst_i) pps_count <= {16{1'b0}};
		else if (pps_i) pps_count <= pps_count + 1;
      pps_store <= pps_i;
      if (pps_i) counter_1 <= {4{1'b0}};
      else counter_1 <= counter_1_plus_one;
      counter_1_store <= counter_1;
      counter_1_flag <= counter_1_plus_one[4];
      if (pps_store) counter_2 <= {28{1'b0}};
      else if (counter_1_flag) counter_2 <= counter_2 + 1;
   end
	assign current_pps_o = current_pps_CLK33;
	assign current_clock_o = current_clock_CLK33;
	assign event_pps_o = event_pps;
	assign event_clock_o = event_clock;
	assign trig_o = trig;
endmodule

===== design/flow/run.sh =====
#!/bin/bash
# OpenROAD 26Q1-2900-gdf79404cd8, Yosys 0.63+post, stock flow scripts
make -C /OpenROAD-flow-scripts/flow DESIGN_CONFIG=/design/flow/config.mk WORK_HOME=/design/flow/orfs finish

===== design/flow/config.mk =====
export PLATFORM = sky130hd
export DESIGN_NAME = ANITA3_timebase
export DESIGN_NICKNAME = ANITA3_timebase
export VERILOG_FILES = /design/flow/design.v
export SDC_FILE = /design/flow/constraint.sdc
export NUM_CORES = 4
export LEC_CHECK = 1
export CORE_UTILIZATION = 30

===== design/flow/constraint.sdc =====
current_design ANITA3_timebase

set clk_period 3.4
set clk_io_pct 0.2

create_clock -name clk0 -period $clk_period [get_ports {clk250_i}]
create_clock -name clk1 -period $clk_period [get_ports {clk33_i}]

set non_clock_inputs [all_inputs -no_clocks]
set_input_delay [expr $clk_period * $clk_io_pct] -clock clk0 $non_clock_inputs
set_output_delay [expr $clk_period * $clk_io_pct] -clock clk0 [all_outputs]

==> results.txt <==
Summary of the current implementation state.

- According to the hold report, the worst path is of the flip-flop to flip-flop type.
- The final antenna diode tally reported by the flow is 0.
- The total negative slack for setup checks is 0 ps, for reference.
- The startpoint identified for the worst register-to-register timing path is counter_2[0]$_SDFFE_PP0P_.
- The main area contributors are edfxtp_1 (49%), dfxtp_1 (24%), xor2_1 (4.3%).
- The critical path maximum fanout is 12.
- The total number of clock tree sinks is 198, for reference.
- After technology mapping, the gate count stands at around 480.
- The number of antenna violations at the first check in global routing is 0, for reference.
- Summed over all layers, the global routing overflow is 0.
- The largest net degree at the start of global routing is 40, for reference.
- Summed over all cells, the static leakage comes to approximately 3.2 nW.
- The tool warning count is 26, for reference.
- Pin placement for this block handled about 140 I/O pins.
- In the final layout, the registers with the most flip-flops are current_clock (32), current_clock_CLK33 (32), event_clock (32).
- The flip-flop and latch count after synthesis is roughly 200, for reference.
- In this run, the number of DRC markers left after iteration 0 of detailed routing was around 210.
- In this run the critical path is formed by ha_1, and4_1, nand4_2, or4_1, a21oi_1.
- Once the floorplan was initialized, standard cells occupied between 30% and 40% of the core.
- The final tally of setup violations is 0, for reference.
- The final worst-path setup slack is 1230 ps, for reference.
- The logic depth of the worst setup path including buffers is 5, for reference.
- The worst reg-to-reg path cell count is 5, for reference.
- Per the post-route antenna check, the number of violating nets is 0.
- The launch point of the critical path is counter_2[0]$_SDFFE_PP0P_, for reference.
- The kind of start point of the critical path is a flip-flop, for reference.
- The worst-case clock skew is between 8 and 9 ps, for reference.
- In this run the vertical extent of the chip is ~150 um.
- The setup slack of the worst register-to-register path is approximately 1200 ps, for reference.
- The destination of the critical timing path is counter_2[24]$_SDFFE_PP0P_, for reference.
- The mean post-synth cell area is approximately 14 sq um, for reference.
- In the CTS report, the clock slew at the register clock pins of the worst setup and hold paths is listed as around 60 ps.
- The critical path capture point type is a flip-flop, for reference.
- The via count of the first global-routing pass came to 4,158.
- The post-layout total power is between 5 and 6 mW, for reference.
- After floorplanning, the core was sized to cover ~0.023 sq mm.
- For reference, the final report shows the max-slew violation count at 0.
- The total placed instance area is ~0.0086 sq mm, for reference.
- The area of the die is 0.0238 sq mm, for reference.
- The cell resize tally after clock tree synthesis is 0, for reference.
- The script reports the combined buffer and inverter count of the critical path as 0.
- The cell area after synthesis is 0.00694 sq mm, for reference.
- The slowest stage of the critical path belongs to the cell or4_1.
- The worst relative slew slack is between 40% and 50%, for reference.
- The measured slew at the worst slew-check pin is between 700 and 800 ps, for reference.
- The number of placed instances, taps included, is 885.
- The ratio of total power to cell area is between 500 and 600 mW/mm^2, for reference.
- The warning tally printed by Yosys for this design is 1.
- Per the layout area report, the combinational gate area comes to 0.00172 sq mm.
- The data arrival at the endpoint of the critical path is ~2500 ps, for reference.
- Summing all non-filler instances in the final layout gives an area of 0.00931 sq mm.
- The flow ran to the end, and the final reports show no timing, DRC or antenna violations.
- Counting endpoints that fail hold in the final report gives 0.
- The detailed placement HPWL is roughly 10,000 um, for reference.
- The number of hold buffers added after cts is 0, for reference.
- Hold timing on the final database bottoms out at a slack of roughly 350 ps.
- The start point of the worst hold path is digitize_reg[0]$_DFF_P_, for reference.
- After floorplanning, the core was divided into ~55 placement rows.
- The first global-routing pass estimated around 23,000 um of wire.
- The number of buffers inserted to repair setup after CTS is 0, for reference.
- For this run, asynchronously set or reset flops after synthesis account for 0%.
- For this run, the register share of the synthesized area comes to between 70% and 80%.
- TritonCTS built the clock tree.
- In the routed layout, each cell is associated on average with a via count of 4.58.
- The path type of the worst setup path is flip-flop to flip-flop, for reference.
- The proportion of netlist area held by the largest area contributor is between 40% and 50%, for reference.
- The final instance count without filler cells is between 900 and 1k, for reference.
- The most used flip-flop cell after synthesis is edfxtp_1.
- The largest incremental delay on the critical path is between 500 and 600 ps, for reference.
- The area overhead of the layout relative to synthesis is 34.1%, for reference.
- The post-placement setup slack is roughly 1100 ps, for reference.
- Setup repair after global routing left no endpoint under its margin.
- The stat command in Yosys gives a chip area of roughly 0.0069 sq mm.
- The maximum vdd drop is between 0.0003 and 0.0004 V, for reference.
- In the Yosys stats the netlist draws on 37 distinct library cells.
- For this design, Yosys synthesis ends with a cell count of 480.
- During placement, the flow inserted port buffers numbering approximately 130.
- The count of vias placed by the detailed router is roughly 4.2k, for reference.
- The worst endpoint required time is roughly 3700 ps, for reference.
- The post-detailed-route wirelength per cell is between 15 and 20 um, for reference.
- The all-layer global routing usage is 13.8%, for reference.
- The area taken by flip-flops and latches is 0.00511 sq mm, for reference.
- The final weighted congestion in routability-driven placement is 0.819, for reference.
- In this run the maximum-capacitance check reported violations numbering 0.
- The ratio of cells with drive above 1 in the final layout is between 8 and 9%, for reference.
- The final wirelength is ~15,000 um, for reference.
- On the critical path the largest part of the delay comes from simple AND/OR/NAND/NOR gates.
- The cell type with the highest aggregate area in the netlist is edfxtp_1, for reference.
- The synthesized design contains about 110 enable-type register cells.
- The final routed DRC violation total is 0, for reference.
- After filler insertion, the fill cell instance count of the layout stands at ~2.0k.
- The endpoint of the most critical register-to-register path is counter_2[24]$_SDFFE_PP0P_, for reference.
- The final core area utilization is 41.1%, for reference.
- Measured along the x axis, the die boundary spans 154 um.
- The iteration count of the initial detailed-routing pass is 6, for reference.
## area by class of cell
| cell class | count | share of cell area (%) |
|---|---|---|
| multi-input cells | 258 | 18.5 |
| inverters | 5 | 0.202 |
| well taps | 285 | 3.83 |
| repair buffers | 139 | 14.8 |
| clock inverters | 16 | 1.84 |
| clock buffers | 24 | 5.99 |
| flip-flops and latches | 198 | 54.9 |
## how the worst min path moves through the flow
stage / endpoint / depth (start not counted)
final: digitize_reg[1]$_DFF_P_ / 0
after global routing: pps_sync[1]$_DFF_P_ / 0
after CTS: digitize_reg[1]$_DFF_P_ / 0
## worst register-to-register path: stages, from the launching register on
cell,delay [ps]
dfxtp_1,470
ha_1,240
and4_1,360
nand4_2,300
or4_1,570
a21oi_1,140
## layer usage
metal  GRT usage (%)  up-vias  share of wire [%]
li1                -     2047                  -
met1            20.4     2016                 45
met2            19.8      157                 45
met3            6.32       14                9.0
met4            2.24        0                1.3
met5               0        -                  0
## synth_stat cells (2+ instances only)
cell type  number
nor3_1          4
ha_1            3
xor2_1         34
xnor2_1        22
a21oi_1        18
nand4_1        14
buf_2           5
clkbuf_1        9
or4_1           6
o31ai_1         6
nor2b_1         5
or3_1          11
nand2_1        10
nor4_1          7
and4_1          6
o21ai_0        11
mux2i_1        18
buf_4           4
edfxtp_1      114
dfxtp_1        84
nor2_1         47
and3_2          2
and3_1          5
inv_1           5
nand3_1        18
## report_power, final
part | leakage (nW) | internal (mW) | total, mW | switching, mW
registers | 1.77 | 2.58 | 2.61 | 0.0312
clock network | 0.354 | 1.37 | 2.40 | 1.02
logic | 1.10 | 0.0906 | 0.143 | 0.0524
total | 3.23 | 4.04 | 5.15 | 1.11
## cell usage in the layout (no fill, tap or decap), types with 3 or more instances in the layout
cell type / count
nor3_1: 4
o21ai_0: 11
a21oi_1: 18
and3_1: 5
buf_4: 5
nand2_1: 10
inv_1: 5
and4_1: 6
inv_6: 5
mux2i_1: 18
clkinv_4: 4
or4_1: 6
ha_1: 3
nor2_1: 47
xnor2_1: 22
or3_1: 11
clkbuf_16: 22
xor2_1: 34
nand4_1: 14
dfxtp_1: 82
nand3_1: 18
o31ai_1: 6
clkdlybuf4s50_1: 133
edfxtp_1: 114
nor4_1: 7
nor2b_1: 5
## cells by family after synthesis
family | synth area share, %
compound gates | 3.12
xor+xnor | 7.07
fa+ha+maj | 0.541
buf+inv | 1.62
flops | 73.5
mux | 2.76
simple gates | 11.4
Power figures rest on the tool's default switching activity, not on a simulated workload.
