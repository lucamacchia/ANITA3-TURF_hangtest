===== ./config.mk =====
export PLATFORM = sky130hd
export DESIGN_NAME = ANITA3_simple_trigger
export DESIGN_NICKNAME = ANITA3_simple_trigger
export VERILOG_FILES = /design/flow/design.v
export SDC_FILE = /design/flow/constraint.sdc
export NUM_CORES = 4
export LEC_CHECK = 1
export CORE_UTILIZATION = 40

===== ./constraint.sdc =====
current_design ANITA3_simple_trigger

set clk_period 2.6
set clk_io_pct 0.2

create_clock -name clk0 -period $clk_period [get_ports {clk250_i}]

set non_clock_inputs [all_inputs -no_clocks]
set_input_delay [expr $clk_period * $clk_io_pct] -clock clk0 $non_clock_inputs
set_output_delay [expr $clk_period * $clk_io_pct] -clock clk0 [all_outputs]

===== ./design.v =====
`timescale 1ns / 1ps
module ANITA3_simple_trigger( clk250_i,
										clk250b_i,
										clk33_i,
										L1_i,
										trig_o,
										scal_o,
										scal_L1_o,
										disable_i,
										refpulse_i,
										mon_scal_o,
										ant_mask_i,
										phi_mask_i,
										phi_o,
										count_o
										);
   parameter NUM_SURFS = 12;
   parameter NUM_TRIG = 4;
   parameter NUM_HOLD = 4;   
	parameter NUM_PHI = 16;
   input clk250_i;
	input clk250b_i;
	input clk33_i;
   input [NUM_SURFS*NUM_TRIG-1:0] L1_i;
	input [2*NUM_PHI-1:0] ant_mask_i;
	input [2*NUM_PHI-1:0] phi_mask_i;
   output 			  trig_o;
	output [2*NUM_PHI-1:0] phi_o;
	output [2*NUM_PHI-1:0] scal_o;
	output [2*NUM_PHI-1:0] scal_L1_o;
	input refpulse_i;
	output [2*NUM_PHI-1:0] mon_scal_o;
	output [7:0] count_o;
	input disable_i;
	wire [NUM_PHI-1:0] V_pol_phi;
	wire [NUM_PHI-1:0] H_pol_phi;
	ANITA3_simple_trigger_map u_map(.clk250_i(clk250_i),
											  .clk250b_i(clk250b_i),
											  .mask_i(ant_mask_i),
											  .L1_i(L1_i),
											  .V_pol_phi_o(V_pol_phi),
											  .H_pol_phi_o(H_pol_phi));
	reg [NUM_PHI-1:0] V_pol_trig = {NUM_PHI{1'b0}};
	reg [NUM_PHI-1:0] H_pol_trig = {NUM_PHI{1'b0}};
	reg [NUM_PHI-1:0] V_pol_phi_del = {NUM_PHI{1'b0}};
	reg [NUM_PHI-1:0] H_pol_phi_del = {NUM_PHI{1'b0}};
	reg [NUM_PHI-1:0] V_pol_hold = {NUM_PHI{1'b0}};
	reg [NUM_PHI-1:0] H_pol_hold = {NUM_PHI{1'b0}};
	reg [NUM_PHI-1:0] V_pol_pat = {NUM_PHI{1'b0}};
	reg [NUM_PHI-1:0] H_pol_pat = {NUM_PHI{1'b0}};	
	reg H_rf_trigger = 0;
	reg V_rf_trigger = 0;
	reg rf_trigger = 0;
	reg [1:0] raw_rf_trigger = {2{1'b0}};
	wire trigger_holdoff;
	reg [7:0] raw_rf_count = {8{1'b0}};
	reg rf_count_flag = 0;
	reg [7:0] rf_count = {8{1'b0}};	
	reg trig_disable = 0;
	generate
		genvar i;
		for (i=0;i<NUM_PHI;i=i+1) begin : RF_TRIG
			srl_oneshot l1v_scaler(.clk250_i(clk250_i),.trig_i(V_pol_phi[i]), 
													.scal_o(scal_L1_o[i]));
			srl_oneshot l1h_scaler(.clk250_i(clk250_i),.trig_i(H_pol_phi[i]), 
													.scal_o(scal_L1_o[NUM_PHI+i]));
			srl_oneshot_with_ref v_scaler(.clk250_i(clk250_i),.trig_i(V_pol_trig[i]),.pulse_i(refpulse_i), 
													.scal_o(scal_o[i]), .mon_scal_o(mon_scal_o[i]));
			srl_oneshot_with_ref h_scaler(.clk250_i(clk250_i),.trig_i(H_pol_trig[i]),.pulse_i(refpulse_i), 
													.scal_o(scal_o[NUM_PHI+i]), .mon_scal_o(mon_scal_o[NUM_PHI+i]));
			always @(posedge clk250_i) begin
				V_pol_trig[i] <= ((V_pol_phi[i]) && (V_pol_phi[(i+1)%NUM_PHI])) && !phi_mask_i[i];  
				H_pol_trig[i] <= ((H_pol_phi[i]) && (H_pol_phi[(i+1)%NUM_PHI])) && !phi_mask_i[NUM_PHI+i];	
				end
		end
	endgenerate
	always @(posedge clk250_i) begin
		trig_disable <= disable_i;
		V_pol_phi_del <= V_pol_phi;
		H_pol_phi_del <= H_pol_phi;
		H_pol_hold <= H_pol_phi_del;
		V_pol_hold <= V_pol_phi_del;
		if ((H_rf_trigger || V_rf_trigger) && !trigger_holdoff) H_pol_pat <= H_pol_hold;
		if ((H_rf_trigger || V_rf_trigger) && !trigger_holdoff) V_pol_pat <= V_pol_hold;		
		H_rf_trigger <= |H_pol_trig;
		V_rf_trigger <= |V_pol_trig;
		rf_trigger <= (H_rf_trigger | V_rf_trigger) && !trigger_holdoff && !trig_disable;
		raw_rf_trigger <= {raw_rf_trigger[0],(H_rf_trigger | V_rf_trigger)};
		rf_count_flag <= (raw_rf_trigger[0] && !raw_rf_trigger[1]);
		if (rf_count_flag) raw_rf_count <= raw_rf_count + 1;
		if (rf_count_flag && trigger_holdoff) rf_count <= raw_rf_count;
	end
	ANITA3_trigger_holdoff u_rf_holdoff(.clk250_i(clk250_i),
													.trig_i(V_rf_trigger | H_rf_trigger),
													.holdoff_o(trigger_holdoff));
	assign trig_o = rf_trigger;
	assign phi_o = {H_pol_pat,V_pol_pat};
	assign count_o = rf_count;
endmodule
`timescale 1ns / 1ps
module ANITA3_simple_trigger_map(
		clk250_i,
		clk250b_i,
		L1_i,
		mask_i,
		V_pol_phi_o,
		H_pol_phi_o
    );
	parameter NUM_SURFS = 12;
	parameter NUM_TRIG = 4;
	parameter NUM_PHI = 16;
	input clk250_i;
	input clk250b_i;
	input [NUM_SURFS*NUM_TRIG-1:0] L1_i;
	input [2*NUM_PHI-1:0] mask_i;
	output [NUM_PHI-1:0] V_pol_phi_o;
	output [NUM_PHI-1:0] H_pol_phi_o;
	wire [NUM_PHI-1:0] V_pol_phi_in;
	wire [NUM_PHI-1:0] H_pol_phi_in;
	wire [NUM_TRIG-1:0] SURF_L1[NUM_SURFS-1:0];
	generate
		genvar s;
		for (s=0;s<NUM_SURFS;s=s+1) begin : SL
			assign SURF_L1[s] = L1_i[4*s +: 4];
		end
	endgenerate
	wire [NUM_PHI-1:0] V_pol_mask = mask_i[0 +: NUM_PHI];
	wire [NUM_PHI-1:0] H_pol_mask = mask_i[NUM_PHI +: NUM_PHI];
	(* IOB = "TRUE" *)
	reg [NUM_PHI-1:0] V_pol_phi_reg = {NUM_PHI{1'b0}};
	(* IOB = "TRUE" *)
	reg [NUM_PHI-1:0] H_pol_phi_reg = {NUM_PHI{1'b0}};
	reg [NUM_PHI-1:0] V_pol_phi_pipe = {NUM_PHI{1'b0}};
	reg [NUM_PHI-1:0] H_pol_phi_pipe = {NUM_PHI{1'b0}};
	assign V_pol_phi_in[0] = SURF_L1[2][0];
	assign V_pol_phi_in[4] = SURF_L1[2][1];
	assign H_pol_phi_in[0] = SURF_L1[2][2];
	assign H_pol_phi_in[4] = SURF_L1[2][3];
	assign V_pol_phi_in[2] = SURF_L1[3][0];
	assign V_pol_phi_in[6] = SURF_L1[3][1];
	assign H_pol_phi_in[2] = SURF_L1[3][2];
	assign H_pol_phi_in[6] = SURF_L1[3][3];
	assign V_pol_phi_in[1] = SURF_L1[4][0];
	assign V_pol_phi_in[5] = SURF_L1[4][1];
	assign H_pol_phi_in[1] = SURF_L1[4][2];
	assign H_pol_phi_in[5] = SURF_L1[4][3];
	assign V_pol_phi_in[3] = SURF_L1[5][0];
	assign V_pol_phi_in[7] = SURF_L1[5][1];
	assign H_pol_phi_in[3] = SURF_L1[5][2];
	assign H_pol_phi_in[7] = SURF_L1[5][3];
	assign V_pol_phi_in[15] = SURF_L1[6][0];
	assign V_pol_phi_in[11] = SURF_L1[6][1];
	assign H_pol_phi_in[15] = SURF_L1[6][2];
	assign H_pol_phi_in[11] = SURF_L1[6][3];
	assign V_pol_phi_in[13] = SURF_L1[7][0];
	assign V_pol_phi_in[9] = SURF_L1[7][1];
	assign H_pol_phi_in[13] = SURF_L1[7][2];
	assign H_pol_phi_in[9] = SURF_L1[7][3];
	assign V_pol_phi_in[14] = SURF_L1[8][0];
	assign V_pol_phi_in[10] = SURF_L1[8][1];
	assign H_pol_phi_in[14] = SURF_L1[8][2];
	assign H_pol_phi_in[10] = SURF_L1[8][3];
	assign V_pol_phi_in[12] = SURF_L1[9][0];
	assign V_pol_phi_in[8] = SURF_L1[9][1];
	assign H_pol_phi_in[12] = SURF_L1[9][2];
	assign H_pol_phi_in[8] = SURF_L1[9][3];
	generate
		genvar j;
		for (j=0;j<NUM_PHI;j=j+1) begin : PHI
			always @(posedge clk250_i) begin : IFF
				if (V_pol_mask[j]) V_pol_phi_reg[j] <= 0;
				else V_pol_phi_reg[j] <= V_pol_phi_in[j];
				if (H_pol_mask[j]) H_pol_phi_reg[j] <= 0;
				else H_pol_phi_reg[j] <= H_pol_phi_in[j];
				V_pol_phi_pipe <= V_pol_phi_reg;
				H_pol_phi_pipe <= H_pol_phi_reg;
			end
		end
	endgenerate
	assign V_pol_phi_o = V_pol_phi_pipe;
	assign H_pol_phi_o = H_pol_phi_pipe;
endmodule
`timescale 1ns / 1ps
module ANITA3_trigger_holdoff(
		input clk250_i,
		input trig_i,
		output holdoff_o
    );
	reg holdoff_div_2 = 0;
	reg [3:0] holdoff_counter = {4{1'b0}};
	wire [4:0] holdoff_counter_plus_one = holdoff_counter + 1;
	reg trigger_holdoff = 0;
	reg clear_holdoff = 0;
	always @(posedge clk250_i) begin
		if (clear_holdoff) trigger_holdoff <= 0;
		else if (trig_i) trigger_holdoff <= 1;
		if (!trigger_holdoff) holdoff_div_2 <= 0;
		else holdoff_div_2 <= ~holdoff_div_2;
		if (!trigger_holdoff) holdoff_counter <= {4{1'b0}};
		else if (holdoff_div_2) holdoff_counter <= holdoff_counter_plus_one;
		clear_holdoff <= holdoff_counter_plus_one[4];
	end
	assign holdoff_o = trigger_holdoff;
endmodule
`timescale 1ns / 1ps
module srl_oneshot(
		input clk250_i,
		input trig_i,
		output scal_o
    );
	parameter ONESHOT_LENGTH = 16;
	reg flag = 0;
	reg [15:0] delay_line = {16{1'b0}};
	always @(posedge clk250_i) begin
		if (trig_i) flag <= 1;
		else if (delay_line[ONESHOT_LENGTH-1]) flag <= 0;
		delay_line <= {delay_line[14:0],trig_i};
	end
	assign scal_o = flag;
endmodule
`timescale 1ns / 1ps
module srl_oneshot_with_ref(
		input clk250_i,
		input pulse_i,
		input trig_i,
		output mon_scal_o,
		output scal_o
    );
	parameter ONESHOT_LENGTH = 16;
	reg [1:0] mon_flag_reg = 0;
	reg mon_flag = 0;
	reg flag = 0;
	reg [15:0] delay_line = {16{1'b0}};
	reg [15:0] mon_delay_line = {16{1'b0}};
	always @(posedge clk250_i) begin
		mon_flag_reg <= {mon_flag_reg[0],flag & pulse_i};
		if (mon_flag_reg[0] && !mon_flag_reg[1]) mon_flag <= 1;
		else if (mon_delay_line[ONESHOT_LENGTH-1]) mon_flag <= 0;
		mon_delay_line <= {mon_delay_line[14:0],mon_flag_reg[0] && !mon_flag_reg[1]};
		if (trig_i) flag <= 1;
		else if (delay_line[ONESHOT_LENGTH-1]) flag <= 0;
		delay_line <= {delay_line[14:0],trig_i};
	end
	assign scal_o = flag;
	assign mon_scal_o = mon_flag;
endmodule

===== ./run.sh =====
#!/bin/bash
# OpenROAD 26Q1-2900-gdf79404cd8, Yosys 0.63+post, stock flow scripts
make -C /OpenROAD-flow-scripts/flow DESIGN_CONFIG=/design/flow/config.mk WORK_HOME=/design/flow/orfs finish

==> Slide: Implementation Results <==
Physical Implementation Snapshot

Cells and area
  • Area Growth Syn to Fin: 22.4%
  • Storage element area: 37600 µm²
  • Util after Layout: 49.5%
  • Logic area: 1870 µm²
  • FILL cells: roughly 7.9k
  • Layout cells sized above 1: 9.86%

Clock network
  • Post-CTS setup buffer count: 0
  • Clock slew at reported path FFs: roughly 0.060 ns
  • Num Clock Sinks: 1854
  • Post-CTS sizing: 0
  • Cts bufs inserted: 168
  • Root buf cell: clkbuf_16
  • CTS Buffer Depth: 3
  • CTS tree: done
  • H-tree depth: 4
  • Hold_buf cts: 0
  • Late-Pin Clk Latency: 0.74 ns

Floorplan
  • Die x size: 320 µm
  • Die Height: 320 µm
  • Row Count: 116
  • Fp_density: 40.4%
  • Top Ports: 254
  • Core ar.: 100000 µm²
  • Die area: 103000 µm²

Drt
  • Detailed Routing Iterations Pass 1: 5
  • WL final: 53000 µm
  • DR vias/cell: about 3.7
  • Residual DRC: 0
  • Via Count: 15.5k
  • Remaining antenna violation count: 0
  • DR iter-0 viols: 573
  • DR WL/cell: roughly 13 µm

Run status
  • Status: finished, final reports clean

STA
  • Max-slew violations: 0
  • Final min period: 2.21 ns
  • Slew @ Worst Pin: between 0.6 and 0.7 ns
  • Period utilization: 84.9%
  • Setup total negative slack: 0 ns
  • RSZ-0062 raised after global routing: no
  • Setup ws final: approximately 0.4 ns
  • Final setup violating endpoints: 0
  • Fmax: approximately 450 MHz
  • Skew final: roughly 0.015 ns
  • Worst slew margin: 56.2%
  • Fin. Hold Viols: 0
  • Final hold slack: 0.235 ns

Setup path
  • Crit path DRT: 2.08 ns
  • Critical path cell sequence: clkdlybuf4s50_1
  • Critical Path Sink Type: primary output
  • CP max stage delay: 0.61 ns
  • CP arrival: 1.69 ns
  • Delay-heaviest family, CP: buffers and inverters
  • Worst-path fanout max: 3
  • Setup crit start kind: flip-flop
  • Worst path bufs/invs: 1
  • Crit Path Category: reg -> out
  • Critical-path top delay cell: clkdlybuf4s50_1

Synthesis
  • Ys async rst share: 0%
  • Number of enable flip-flop cells: 48
  • Cell Type Count: 21
  • Top cells by instance count after synthesis: dfxtp_1, inv_1, a21o_1, buf_4, nor2b_1
  • Chip Area, Yosys: 40600 µm²
  • Synth warn: 37
  • Largest area contributor in the netlist: dfxtp_1
  • Post-synthesis instance area: 40600 µm²
  • Main flop type: dfxtp_1
  • Cells after synthesis: 2352
  • #FFs+latches synth: 1854
  • Cells in synth_stat.txt: 2352
  • Yosys top cell by instances: dfxtp_1
  • Synth area leaders: dfxtp_1, edfxtp_1, a21o_1, buf_4, nor2b_1
  • Mapped Avg Cell Area: approximately 17 µm²
  • Top cell area share: between 80% and 90%
  • Seq share, synth: ~93%

Flow run
  • Log Warnings: around 44
  • Max Cap Viol: 0

Placement
  • Final GP Congestion: approximately 0.77
  • Pre-CTS setup slack: 0.868 ns
  • IO buf count: 235
  • Detailed Place HPWL: 30300 µm

GRT
  • First-pass GRT wire length: between 80000 and 90000 µm
  • Largest net degree at the start of global routing: 33
  • Vias in the first global route: 15.3k
  • Gr usage total: 11.0%
  • Initial antenna violation count: 6
  • Total grt overflow: 0

Power and ir drop
  • P per Cell Area: 1160 nW/µm²
  • PnR Total Power: slightly below 60 mW
  • Pleak: 20.3 nW
  • Worst vdd ir: 0.000584 V

Worst hold path
  • Hold WC Path Type: in -> reg
==> path summary, 6_finish.rpt <==
check	from	end	slack, ns	depth (start not counted)
max	RF_TRIG[2].v_scaler.flag	scal_o[2]	0.39	1
max reg2reg	H_rf_trigger	H_pol_pat[15]	1.00	3
min	disable_i	trig_disable	0.23	1
min reg2reg	RF_TRIG[14].v_scaler.delay_line[4]	RF_TRIG[14].v_scaler.delay_line[5]	0.31	0
==> cell usage in the layout (no fill, tap or decap), drive strengths merged, types with 34 or more instances in the layout <==
cell type / n
a21o: 96
and2: 36
clkbuf: 235
clkdlybuf4s50: 234
clkinv: 34
dfxtp: 1806
edfxtp: 48
inv: 114
nand2: 35
nor2: 36
nor2b: 67
==> where the power goes <==
group          internal (mW)  switching [mW]
combinational           1.16           0.434
clock                   14.4            10.2
sequential              30.8           0.797
total                   46.4            11.4
==> metrics by stage <==
stage / std cells / instance area, µm²
6_report: 4159 / 49600
5_1_grt: 4157 / 49600
4_1_cts: 4157 / 49600
3_5_place_dp: 3849 / 43900
3_3_place_gp: 3849 / 43900
2_1_floorplan: 2352 / 40600
==> metal layers <==
metal / share of wire (%) / wire (µm) / vias up / global-route usage [%]
met5: 0.040 / 21 / - / 0
met2: 40 / 21200 / 323 / 14.3
li1: - / - / 7895 / -
met1: 51 / 26800 / 7117 / 18.1
met3: 6.4 / 3420 / 120 / 3.54
met4: 2.9 / 1540 / 4 / 3.51
==> kinds of logic (layout without fill, tap and decap cells) <==
family / after synthesis / in the layout / share of synthesized area, %
AND-OR/OR-AND: 96 / 96 / 1.78
XOR/XNOR: 9 / 9 / 0.194
adder cells (fa/ha/maj): 2 / 2 / 0.0617
buffers and inverters: 197 / 645 / 2.71
flip-flops: 1854 / 1854 / 92.7
multiplexers: 1 / 1 / 0.0247
other: 0 / 2 / 0
AND/OR/NAND/NOR: 193 / 193 / 2.54
==> final cells by class <==
class	instances	share of cell area (%)
clock inverter	73	1.82
clock buffer	235	9.73
timing repair buffer	239	4.79
inverter	98	0.741
sequential	1854	75.7
multi-input combinational	301	3.78
tap	1357	3.42
antenna	2	0.0101
No activity file was given, so power comes from the tool's default toggle rates.
