--- /design/flow/config.mk ---
export PLATFORM = sky130hd
export DESIGN_NAME = ANITA3_scalers
export DESIGN_NICKNAME = ANITA3_scalers
export VERILOG_FILES = /design/flow/design.v
export SDC_FILE = /design/flow/constraint.sdc
export NUM_CORES = 4
export LEC_CHECK = 1
export CORE_UTILIZATION = 50
--- /design/flow/constraint.sdc ---
current_design ANITA3_scalers

set clk_period 6.2
set clk_io_pct 0.2

create_clock -name clk0 -period $clk_period [get_ports {clk33_i}]

set non_clock_inputs [all_inputs -no_clocks]
set_input_delay [expr $clk_period * $clk_io_pct] -clock clk0 $non_clock_inputs
set_output_delay [expr $clk_period * $clk_io_pct] -clock clk0 [all_outputs]
--- /design/flow/design.v ---
`timescale 1ns / 1ps
module ANITA3_scaler(
		clk_i,
		pps_i,
		count_i,
		scaler_o
    );
	parameter WIDTH = 8;
	parameter PRESCALE = 0;
	input clk_i;
	input pps_i;
	input count_i;
	output [WIDTH-1:0] scaler_o;
	reg [WIDTH+PRESCALE-1:0] counter = {WIDTH+PRESCALE{1'b0}};
	wire [WIDTH+PRESCALE:0] counter_plus_one = counter + 1;
	reg [WIDTH-1:0] scaler = {WIDTH{1'b0}};
	always @(posedge clk_i) begin
		if (pps_i) counter <= {WIDTH+PRESCALE{1'b0}};
		else if (count_i && !counter_plus_one[WIDTH+PRESCALE]) counter <= counter_plus_one;
		if (pps_i) scaler <= counter[PRESCALE +: WIDTH];
	end
	assign scaler_o = scaler;
endmodule
`timescale 1ns / 1ps
module ANITA3_scalers(
		clk33_i,
		L3_i,
		L3_mon_i,
		L1_i,
		refpulse_i,
		pps_i,
		sec_i,
		c3po_i,
		scal_addr_i,
		scal_dat_o,
		deadtime_i
    );
	parameter NUM_PHI = 16;
	input clk33_i;
	input [2*NUM_PHI-1:0] L3_i;
	input [2*NUM_PHI-1:0] L3_mon_i;
	input [2*NUM_PHI-1:0] L1_i;
	input refpulse_i;
	input pps_i;
	input [15:0] sec_i;
	input [31:0] c3po_i;
	input [15:0] deadtime_i;
	input [5:0] scal_addr_i;
	output [31:0] scal_dat_o;
	reg [2*NUM_PHI-1:0] l3_reg = {2*NUM_PHI{1'b0}};
	reg [2*NUM_PHI-1:0] l3_reg2 = {2*NUM_PHI{1'b0}};
	reg [2*NUM_PHI-1:0] l3_mon_reg = {2*NUM_PHI{1'b0}};
	reg [2*NUM_PHI-1:0] l3_mon_reg2 = {2*NUM_PHI{1'b0}};
	reg [2*NUM_PHI-1:0] l1_reg = {2*NUM_PHI{1'b0}};
	reg [2*NUM_PHI-1:0] l1_reg2 = {2*NUM_PHI{1'b0}};
	wire [2*NUM_PHI-1:0] l3_count_flag = l3_reg & ~l3_reg2;
	wire [2*NUM_PHI-1:0] l3_mon_flag = l3_mon_reg & ~l3_mon_reg2;
	wire [2*NUM_PHI-1:0] l1_count_flag = l1_reg & ~l1_reg2;
	reg [31:0] output_data;
	wire [7:0] refpulse_count;
	reg [1:0] refpulse_reg = {2{1'b0}};
	wire [7:0] refpulse_scaler;
	ANITA3_scaler u_scaler_refpulse(.clk_i(clk33_i),
											  .pps_i(pps_i),
											  .count_i(refpulse_reg[0] && !refpulse_reg[1]),
											  .scaler_o(refpulse_scaler));
	wire [7:0] l3_scalers_hold[4*NUM_PHI-1:0];	
	wire [15:0] l1_scalers_hold[2*NUM_PHI-1:0];
	wire [31:0] l1_l3_scalers_unmuxed[31:0];
	wire [31:0] l1_l3_scalers_mux = l1_l3_scalers_unmuxed[scal_addr_i[4:0]];
	generate
		genvar i;
		for (i=0;i<2*NUM_PHI;i=i+1) begin : L3
			ANITA3_scaler u_scaler_l3(.clk_i(clk33_i),
											  .pps_i(pps_i),
											  .count_i(l3_count_flag[i]),
											  .scaler_o(l3_scalers_hold[i]));
			ANITA3_scaler u_scaler_l3_mon(.clk_i(clk33_i),
											  .pps_i(pps_i),
											  .count_i(l3_mon_flag[i]),
											  .scaler_o(l3_scalers_hold[2*NUM_PHI+i]));									  										
			assign l1_l3_scalers_unmuxed[i/4 + 16][8*(i%4) +: 8] = l3_scalers_hold[i];
			assign l1_l3_scalers_unmuxed[i/4 + (2*NUM_PHI/4) + 16][8*(i%4) +: 8] = l3_scalers_hold[2*NUM_PHI+i];
		end
	endgenerate
	generate
		genvar j;
		for (j=0;j<2*NUM_PHI;j=j+1) begin : L1
			ANITA3_scaler #(.WIDTH(16), .PRESCALE(0)) u_scaler_l1(.clk_i(clk33_i),  
											  .pps_i(pps_i),
											  .count_i(l1_count_flag[j]),
											  .scaler_o(l1_scalers_hold[j]));							  										
			assign l1_l3_scalers_unmuxed[j/2][16*(j%2) +: 16] = l1_scalers_hold[j];  
		end
	endgenerate
	always @(posedge clk33_i) begin
		refpulse_reg <= {refpulse_reg[0],refpulse_i};
		l3_mon_reg <= L3_mon_i;
		l3_mon_reg2 <= l3_mon_reg;
		l3_reg <= L3_i;
		l3_reg2 <= l3_reg;
		l1_reg <= L1_i;
		l1_reg2 <= l1_reg;		
	end
	always @(scal_addr_i or l1_l3_scalers_mux or c3po_i) begin
		if (!scal_addr_i[5]) output_data <= l1_l3_scalers_mux;
		else begin
			if (!scal_addr_i[0]) output_data <= refpulse_scaler;
			else if (!scal_addr_i[2]) output_data <= {sec_i,deadtime_i};
			else output_data <= c3po_i;
		end
	end
	assign scal_dat_o = output_data;
endmodule
--- /design/flow/run.sh ---
#!/bin/bash
# OpenROAD 26Q1-2900-gdf79404cd8, Yosys 0.63+post, stock flow scripts
make -C /OpenROAD-flow-scripts/flow DESIGN_CONFIG=/design/flow/config.mk WORK_HOME=/design/flow/orfs finish
==> results.txt <==
yosys + openroad results -> Cells after Synth=7,470, post-route cell area=0.101 sq mm, FP Core Util=50.5%, syn avg cell area=11.8 sq um, vias in the first global route=56,450, Log Warnings=53, WL final=307 mm, core box area=0.175 sq mm, worst slew pin tran=1270 ps, cycle use final=101%, Tot GR Track Use=36.9%, row count=153, Post-synth seq share=62.9%, Tmin final=6280 ps, violated checks=negative setup slack, GR Util met1=56.2%, Reg power frac=52.5%, Arr. time, crit path=5040 ps, Final Hold Fails=0, Netlist Area Pre-Place=0.0882 sq mm, DRT iter0 DRCs=6,024, placed inst area=0.0934 sq mm, Worst Path Max Fanout=29, Post-CTS Setup Inserts=0, synth warn=3, IO Count=201, clk latency late pin=890 ps, largest net degree at the start of global routing=155, Clock Skew=52.0 ps, clock share of power=43.4%, Cell Pwr Density=313 mW/mm^2, outcome=finished with violations, Die X=422 microns, gp weighted congestion=1.13, leading area contributor after synthesis=edfxtp_1, Congestion Overflow GR=0, Distinct lib cells used=82, IO Port Bufs=200, remaining antenna violation count=0, switching pwr=7.21 mW, Leak Pwr=36.9 nW, HP Class=flop to flop, Worst EP required=4960 ps, fmax=159 MHz, total chip power=31.6 mW, Slew Limit Fails=0, Post-Route Utilization=57.9%, DRC=0, Setup Crit Path Kind=input pin to output pin, Flops after synth=2,258, relative slew slack=14.5%, DPL Wire Length=232 mm, detailed-route via count=61,050, drt wl/cell=29.7 microns, Main synth FF type=dfxtp_1, first-pass GRT wire length=427 mm, GR Util met2=41.8%, Clock Pin Slew Worst Setup and Hold Paths=60 ps, Max Cap Violations=0, CTS tree=yes, GR peak layer=met1, H-Tree Depth=4, Sink Count=2,258, grt met3 use=29.4%, RSZ-0062 raised after global routing=false, P_int=24.4 mW, share of cells above drive strength 1=7.73%, Top Registers=L1.u_scaler_l1.counter x512, L1.u_scaler_l1.scaler x512, mean number of vias per cell=5.91, Final WS setup=-78.0 ps, Comb power frac=4.1%, initial antenna violation count=26, hold_buf cts=0, Syn-to-layout area delta=14.6%, asr flop ratio synth=0%, yosys stat area=0.0882 sq mm, yosys cell count=7,470, Worst setup EP type=output pin, pre-CTS WS=-387 ps, die y size=422 microns, Fin Hold WS=340 ps, number of flops mapped to enable cells by yosys=1,032, Setup Viol. Count Final=2, first drt pass iteration count=7, die area=0.178 sq mm, CTS max path bufs=3, VDD IR max=0.270 mV, Startpoint Class=input pin, Top area cell types=edfxtp_1 35%, dfxtp_1 28%, xor2_1 5.4%, Top cell area share=35.1%, clock buffer count from CTS=224, Net Sw Frac=22.8%, CTS root buf=clkbuf_16
[layout make-up]
cell class                 count  area (sq um)
clock inverter                94           977
clock buffer                 335          6580
sequential                  2258         55500
timing repair buffer         361          3480
multi-input combinational   4888         31400
tap                         2325          2910
inverter                      42           158
antenna                       22          55.1
fill                       13792         73500
[cell usage after synthesis (all sizes together), types with 89 or more instances]
cell type,count
a21oi,89
a22oi,289
and3,343
and4,108
buf,107
clkbuf,175
dfxtp,1226
edfxtp,1032
ha,97
mux2i,123
nand2,371
nand3,341
nand4,344
nor2,1127
nor3,104
xnor2,315
xor2,548
[worst max-delay path, cell delays in order]
cell	delay, ps
buf_4	390
or3b_1	680
nor2_8	220
buf_4	270
a221oi_1	320
nand4_1	220
nor4_1	850
buf_4	280
o32ai_1	90
clkdlybuf4s50_1	420
[routing by layer]
layer | wire (microns) | up-vias
met5 | 651 | -
met4 | 10000 | 24
met3 | 60100 | 548
met2 | 111000 | 2962
met1 | 125000 | 29444
li1 | - | 28072
[kinds of logic after synthesis]
logic type                 Yosys count  share of synthesized area, %
buffers and inverters              324                          1.67
xor gates and xnor gates           863                          8.57
muxes                              125                          1.42
and+or+nand+nor                   3045                          17.5
adders and majority gates           97                          1.38
DFF                               2258                          62.9
AOI/OAI and AO/OA                  758                          6.53
[power by group through the flow]
stage / Combinational [mW] / Clock, mW / Sequential (mW)
4_1_cts: 1.28 / 14.0 / 16.6
5_1_grt: 1.39 / 14.5 / 16.6
6_report: 1.30 / 13.7 / 16.6
[what timing repair did]
item                                    CTS  global route
endpoints found under the setup margin    5             5
hold endpoints to repair                  0             0
pin swaps                                 0             1
gates resized                             7             5
[worst paths after layout]
path | startpoint | to | slack (ps) | depth (start not counted)
worst max-delay path | scal_addr_i[2] | scal_dat_o[12] | -80 | 10
worst max register to register | l1_reg[29] | L1[29].u_scaler_l1.counter[9] | 3740 | 6
worst min-delay path | l1_reg[18] | l1_reg2[18] | 340 | 0
worst min register to register | l1_reg[18] | l1_reg2[18] | 340 | 0
[placed cells by master, fill, tap and decap left out, types with 65 or more instances in the layout]
cell / n
xnor2_1: 315
a22oi_1: 289
o21ai_0: 65
edfxtp_1: 1032
dfxtp_1: 1226
clkbuf_1: 65
clkbuf_16: 233
mux2i_1: 123
nand2_1: 370
buf_4: 141
xor2_1: 548
nor2_1: 1094
nor3_1: 103
nand2b_1: 70
clkdlybuf4s50_1: 193
a21oi_1: 89
ha_1: 97
and3_1: 343
nand3_1: 340
and4_1: 108
nand4_1: 343
[through the flow]
step,std cells,TNS [ps]
2_1_floorplan,7470,0
3_3_place_gp,9874,-733
3_5_place_dp,9874,-943
4_1_cts,10303,0
5_1_grt,10320,0
6_report,10325,-121
Power figures rest on the tool's default switching activity, not on a simulated workload.
